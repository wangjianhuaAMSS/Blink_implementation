### run.sh
#!/bin/bash
# OpenROAD 26Q1-2900-gdf79404cd8, Yosys 0.63+post, stock flow scripts
make -C /OpenROAD-flow-scripts/flow DESIGN_CONFIG=/design/flow/config.mk WORK_HOME=/design/flow/orfs finish
### config.mk
export PLATFORM = sky130hd
export DESIGN_NAME = generate_tweakey
export DESIGN_NICKNAME = generate_tweakey
export VERILOG_FILES = /design/flow/design.v
export SDC_FILE = /design/flow/constraint.sdc
export NUM_CORES = 4
export LEC_CHECK = 1
export CORE_UTILIZATION = 50
export SYNTH_HDL_FRONTEND = slang
### constraint.sdc
current_design generate_tweakey

set clk_period 7.2
set clk_io_pct 0.2

create_clock -name clk0 -period $clk_period

set non_clock_inputs [all_inputs -no_clocks]
set_input_delay [expr $clk_period * $clk_io_pct] -clock clk0 $non_clock_inputs
set_output_delay [expr $clk_period * $clk_io_pct] -clock clk0 [all_outputs]
### design.v
module generate_tweakey (tweak, key, tweakey);
    localparam blockLen = 64;
    localparam dim = 64;
    localparam tweakLen = 128;
    localparam TblockNum = blockLen / dim;
    localparam hashInputLen = tweakLen / TblockNum;
    localparam hashKLen = dim + hashInputLen - 1;
    input [tweakLen-1: 0] tweak;
    input [hashKLen*TblockNum*2-1: 0] key;
    output [blockLen * 2-1:0] tweakey;
    genvar i;
    generate
      for (i = 0; i <= TblockNum-1; i = i+1) begin: gen_tk02
        hash  H1 (.f_in(tweak[hashInputLen*(i+1)-1:hashInputLen*i]), .key(key[hashKLen*(i+1)-1:hashKLen*i]), .hash(tweakey[dim*(i+1)-1: dim *i]));
        hash  H2 (.f_in(tweak[hashInputLen*(i+1)-1:hashInputLen*i]), .key(key[hashKLen*(i+1)+hashKLen*TblockNum -1:hashKLen*i+hashKLen*TblockNum]), .hash(tweakey[dim*(i+1)-1+blockLen: dim *i+blockLen]));
      end
    endgenerate
endmodule
module hash (f_in, key, hash); 
  localparam inputLen = 128;
  localparam dim = 64; 
  input [inputLen-1:0] f_in;
  input [inputLen+dim-2: 0] key;
  output  [dim - 1: 0] hash;
  genvar i, k;
  generate
    for (k = 0; k < dim; k = k+1) begin: gen_k
      wire [dim-1:0] ThreeSum [2:0];
      innerproduct  IP (.f_in0(key[inputLen + dim - 2 - k: dim - 1 - k]), .f_in1(f_in), .f_out(hash[k]));
    end
  endgenerate
endmodule
module innerproduct  (f_in0, f_in1, f_out);
  localparam len = 128;
  input [len-1: 0] f_in0;
  input [len-1: 0] f_in1;
  output f_out;
  wire [len-1:0] tmp;
  genvar i;
  assign tmp[0] = f_in0[0] & f_in1[0];
  generate 
    for (i = 1; i < len; i =i+1) begin: gen_i
      assign tmp[i] = (f_in0[i] & f_in1[i]) ^ tmp[i - 1];
    end
  endgenerate
  assign f_out = tmp[len-1];
endmodule
==> deck_impl_summary.md <==
Run Summary

GRT
  – Number of global-route vias before repair: a little over 300k
  – Tot GR Track Use: about 100%
  – GRT overflow: about 8,000
  – First-pass GRT wire length: 3,070,000 um
  – Largest net degree at the start of global routing: roughly 46

Synthesis
  – Cells in synth_stat.txt: roughly 36,000
  – Post-synth top area cell: xnor2_1
  – Mapped Area: between 200,000 and 250,000 um^2
  – Yosys cell types: 12
  – Syn_area_per_cell: between 6 and 7 um^2
  – Syn Inst Count: between 30,000 and 40,000
  – Chip Area, Yosys: approximately 230,000 um^2
  – Synth Seq Share: 0%
  – Syn. warnings: 0
  – Top cell area share: between 40 and 50%
  – Synth area leaders: xnor2_1 (47%), nand2_1 (27%), xor2_1 (15%)

Placed design
  – Port Buf Inserts: 638
  – Placed Area: approximately 250,000 um^2
  – Gpl congestion: around 1.3
  – Dpl ws: -0.141 ns
  – HPWL Detailed: 1,380,000 um

Die
  – Die X: ~680 um
  – Row count: approximately 250
  – Ports: 638
  – Die H: ~680 um
  – Initial Util: around half

Outcome
  – Outcome: did not finish
  – Error: [ERROR GRT-0116] Global routing finished with congestion. Check the congestion regions in the DRC Viewer.
  – Failed at: global routing (5_1_grt)

Clocking
  – Postcts setup bufs: 0
  – Post-CTS Hold Fix Bufs: 0
==> cells by family after synthesis <==
group         after synthesis  synth area share, %
simple gates            16400                 27.1
buf+inv                  3675                 9.77
xor+xnor                16100                 63.1
==> metal layers <==
layer,GRT overflow,track usage [%]
met5,208,89.6
met4,2380,97.8
met2,2674,100
met1,1113,96.6
met3,1577,94.5
==> through the flow <==
stage	instances	setup TNS (ns)	hold slack, ns	total power, mW
4_1_cts	41700	0	4.28	79.4
3_5_place_dp	41700	-0.141	4.27	78.9
3_3_place_gp	41700	-0.166	4.29	79.5
2_1_floorplan	36200	0	3.59	43.3
==> cells in the mapped netlist <==
cell and count:
xnor3_1 123, buf_4 1368, buf_1 38, clkbuf_1 135
xnor2_1 12200, xnor2_2 4, buf_2 2047, nand2_2 1
nand2_1 16400, xor2_1 3833, clkbuf_2 1, buf_6 86
==> timing repair <==
item                                    CTS
gates resized                             1
endpoints found under the setup margin    1
hold endpoints to repair                  0
Power is estimated from default activity; no workload was simulated.
