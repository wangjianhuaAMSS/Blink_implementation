===== flow/run.sh =====
#!/bin/bash
# OpenROAD 26Q1-2900-gdf79404cd8, Yosys 0.63+post, stock flow scripts
make -C /OpenROAD-flow-scripts/flow DESIGN_CONFIG=/design/flow/config.mk WORK_HOME=/design/flow/orfs finish

===== flow/config.mk =====
export PLATFORM = sky130hd
export DESIGN_NAME = MixColumns
export DESIGN_NICKNAME = MixColumns
export VERILOG_FILES = /design/flow/design.v
export SDC_FILE = /design/flow/constraint.sdc
export NUM_CORES = 4
export LEC_CHECK = 1
export CORE_UTILIZATION = 30
export SYNTH_HDL_FRONTEND = slang

===== flow/constraint.sdc =====
current_design MixColumns

set clk_period 1.2
set clk_io_pct 0.2

create_clock -name clk0 -period $clk_period

set non_clock_inputs [all_inputs -no_clocks]
set_input_delay [expr $clk_period * $clk_io_pct] -clock clk0 $non_clock_inputs
set_output_delay [expr $clk_period * $clk_io_pct] -clock clk0 [all_outputs]

===== flow/design.v =====
module MixColumns
    (
        input [63:0] indata,
        output [63:0] outdata
    );
    localparam n = 64;
    localparam m = 4;
    genvar col, l;
    generate
        for(col=0; col<n/16; col=col+1)begin: gen_col
            RotCol rotcol(
                {indata[m*(col+1)-1:m*(col)], indata[m*(n/16+col+1)-1:m*(n/16+col)], indata[m*(n*2/16+col+1)-1:m*(n*2/16+col)], indata[m*(n*3/16+col+1)-1:m*(n*3/16+col)]}, 
                {outdata[m*(col+1)-1:m*(col)], outdata[m*(n/16+col+1)-1:m*(n/16+col)], outdata[m*(n*2/16+col+1)-1:m*(n*2/16+col)], outdata[m*(n*3/16+col+1)-1:m*(n*3/16+col)]});                 
        end
    endgenerate
endmodule
module RotCol
    (
		inCols, outCols
    );
    localparam m = 4;
	input wire [m*4-1:0] inCols;
	output wire [m*4-1:0] outCols;
    genvar i;
    generate
        for(i=0; i<4; i=i+1)begin: gen_element
            wire [m*4-1:0] shiftedCol;
            if (i == 0) begin: branch1
                assign shiftedCol = inCols;
            end
            else begin: branch2
                assign shiftedCol = {inCols[(15+i*m)%16:0], inCols[15:i*m]};
            end
            assign outCols[m*(i+1)-1:i*m] = shiftedCol[2*m-1:m]^shiftedCol[3*m-1:2*m]^shiftedCol[4*m-1:3*m];
        end
    endgenerate
endmodule

==> results_slide.txt <==
Synthesis and Place & Route Summary

Worst hold path
  – Min-Delay Path Class: in -> out

Floorplanning
  – Core region area: 5172 um^2
  – Chip area: around 5800 um^2
  – Horizontal die size: between 70 and 80 um
  – Core Density at Floorplan: a little under a third
  – Total I/O pin count: 128
  – Floorplan die height: approximately 76 um
  – Std-Cell Rows: 26

Detailed routing
  – Number of design-rule violations left by the first detailed-router iteration: 13
  – Via-per-instance ratio: roughly 4
  – Routed len/inst: approximately 13 um
  – Number of routed nets with antenna violations: 0
  – Post-detailed-route DRC marker count: 0
  – Antenna Diode Count: 0
  – Wire length reported by the detailed router: between 3 and 4 mm
  – Via count: 1136
  – Number of iterations in the first detailed-routing pass: 3

Timing
  – Slew headroom: a little over 90%
  – Setup violations, final: 0
  – Tcrit/Tclk final: between 90% and 100%
  – Minimum hold slack: 0.7699 ns
  – Final slew viol count: 0
  – Min Clock Period, post-route: around 1.2 ns
  – Total negative slack: 0 ns
  – Transition time at the pin with the least slew margin: about 0.10 ns
  – Fmax achieved: approximately 840 MHz
  – Hold Violations, Final: 0

Layout
  – Final non-filler cell total: 277
  – Logic cell area: ~1600 um^2
  – Post-route cell area: 2780 um^2
  – Final core area utilization: a little over half
  – Layout clock buffer count: 0
  – Share of cells above drive strength 1: 81.16%
  – Most common logic cells in the final layout: 75 x buf_2, 38 x buf_6, 32 x xor3_4, 32 x xor3_1, 20 x buf_4
  – Layout area overhead: 69.36%
  – Number of flip-flops and latches: 0
  – Fill cell count: 446
  – Sequential cell area: 0 um^2
  – Dominant logic cell type in the layout: buf_2

Yosys
  – Avg Synthesized Cell Area: 25.65 um^2
  – Yosys warning count: 0
  – Seq share, synth: 0%
  – Count of instantiated cells in the yosys netlist: 64
  – Post-synthesis cell count: roughly 64
  – Area reported by Yosys stat: ~1600 um^2
  – Post-synth design cell area: 1642 um^2
  – Distinct cell type count after synthesis: 2

Power and ir drop
  – Leakage power: ~1.7 nW
  – Switching power summed over all nets: ~0.00027 W
  – Power Dens Cells: around 480 nW/um^2
  – Flop pwr share: 0%
  – Cell Int Power: 0.001053 W
  – Clock group share of total power: 0%
  – Switching power share of the total: 20.38%
  – Power share of the combinational group: ~100%
  – IR Drop Worst-Case VDD: 0.2251 mV

Run
  – Max Cap Violations: 0
  – Total tool warning count: 33

GRT
  – Global-route wire length before repair: roughly 5.6 mm
  – Largest net degree at the start of global routing: 4
  – Antenna violations before repair: 0
  – Overflow after GRT: 0
  – Vias in the first global route: 1159
  – Total track usage: between 10 and 15%

Status
  – Run status: complete, no violations

Setup path
  – Biggest fanout along the worst timing path: 3
  – Data arrival time of the critical path: between 0.9 and 1 ns
  – CP Class: in -> out
  – Startpoint type of the worst setup path: input pin
  – CP Data Required Time: around 0.96 ns
  – Kind of end point of the critical path: output port

Clock network
  – Hold_buf cts: 0

Placement
  – Cells after DPL: between 200 and 300
  – Placed instance area: 3100 um^2
  – Placer congestion estimate: roughly 0.76
  – Detailed-placement wirelength estimate: slightly below 3 mm
  – Port buffer count: ~130
metal layers:
metal	vias to the layer above	wire length [um]	global-route usage [%]	part of all wire [%]
met5	-	0	0	0
met4	0	0	0	0
met3	0	250	1.825	7.0
met2	64	1669	20.00	47
met1	526	1648	19.49	46
li1	546	-	-	-
synthesized netlist by cell type, drive strengths merged:
| library cell | number | share of area [%] |
|---|---|---|
| xor3 | 64 | 100 |
critical path, stage by stage:
cell and delay (ns):
buf_4 0.11, xor3_4 0.47, buf_2 0.13
cell type report:
type,instances,share of cell area [%]
Multi-Input combinational cell,64,59.05
Tap cell,70,3.150
Timing Repair Buffer,143,37.80
final timing paths:
kind	start	end	slack (ns)	depth (start not counted)
max	indata[62]	outdata[46]	0.01	3
min	indata[19]	outdata[35]	0.77	3
power groups by stage:
stage                 Combinational [W]  Sequential (W)  Clock, W
after global routing            0.00142               0         0
final                           0.00132               0         0
after CTS                       0.00132               0         0
kinds of logic after synthesis:
group and synth area share [%]:
XOR/XNOR 100.0
through the flow:
step	setup slack [ns]	total power, W
floorplan	0.2919	0.0006344
CTS	-0.1031	0.001318
global placement	-0.7355	0.001624
detailed placement	-0.7400	0.001628
finish	0.01460	0.001323
global route	-0.001258	0.001415
timing repair:
item / in CTS / in global routing
endpoints found under the setup margin: 64 / 21
setup buffers: 5 / 0
pin swaps: 38 / 14
hold endpoints to repair: 0 / 0
resized: 477 / 19
Power figures rest on the tool's default switching activity, not on a simulated workload.
