$ cat design/flow/run.sh
#!/bin/bash
# OpenROAD 26Q1-2900-gdf79404cd8, Yosys 0.63+post, stock flow scripts
make -C /OpenROAD-flow-scripts/flow DESIGN_CONFIG=/design/flow/config.mk WORK_HOME=/design/flow/orfs finish
$ cat design/flow/config.mk
export PLATFORM = sky130hd
export DESIGN_NAME = R
export DESIGN_NICKNAME = R
export VERILOG_FILES = /design/flow/design.v
export SDC_FILE = /design/flow/constraint.sdc
export NUM_CORES = 4
export LEC_CHECK = 1
export CORE_UTILIZATION = 30
export SYNTH_HDL_FRONTEND = slang
$ cat design/flow/constraint.sdc
current_design R

set clk_period 2.3
set clk_io_pct 0.2

create_clock -name clk0 -period $clk_period

set non_clock_inputs [all_inputs -no_clocks]
set_input_delay [expr $clk_period * $clk_io_pct] -clock clk0 $non_clock_inputs
set_output_delay [expr $clk_period * $clk_io_pct] -clock clk0 [all_outputs]
$ cat design/flow/design.v
module sbox 
    (
        input wire [3:0] indata,
        output wire [3:0] outdata
    );
    localparam [0:63] sigma = {
    4'h1, 4'h0, 4'h9, 4'h3, 4'h8, 4'h5, 4'he, 4'h7,
    4'h4, 4'h2, 4'hc, 4'hb, 4'ha, 4'hf, 4'h6, 4'hd
    };
    assign outdata = sigma[indata*4+:4];
endmodule
module SubCells
    (
        input wire [63:0] indata,
        output wire [63:0] outdata
    );
	localparam m=16;
    genvar i;
    generate
        for(i=0; i<m; i=i+1)begin: gen_cell
            sbox  sbox_inst(indata[i*4+4-1:i*4], outdata[i*4+4-1:i*4]);
        end
    endgenerate
endmodule
module MixColumns_AddKey
    (
        input [63:0] indata,
        input [63:0] key,
        output [63:0] outdata
    );
    localparam n = 64;
    localparam m = 4;
    genvar col, l;
    generate
        for(col=0; col< n/16; col=col+1) begin: gen_col 
            RotCol_AddKey rotcol_addkey(
            {indata[m*(col+1)-1:m*(col)], indata[m*(n/16+col+1)-1:m*(n/16+col)], indata[m*(n*2/16+col+1)-1:m*(n*2/16+col)], indata[m*(n*3/16+col+1)-1:m*(n*3/16+col)]}, 
                {key[m*(col+1)-1:m*(col)], key[m*(n/16+col+1)-1:m*(n/16+col)], key[m*(n*2/16+col+1)-1:m*(n*2/16+col)], key[m*(n*3/16+col+1)-1:m*(n*3/16+col)]},
                {outdata[m*(col+1)-1:m*(col)], outdata[m*(n/16+col+1)-1:m*(n/16+col)], outdata[m*(n*2/16+col+1)-1:m*(n*2/16+col)], outdata[m*(n*3/16+col+1)-1:m*(n*3/16+col)]}); 
        end
    endgenerate
endmodule
module RotCol_AddKey
    (
		inCols, key, outCols
    );
    localparam m = 4;
	input wire [m*4-1:0] inCols;
    input wire [m*4-1:0] key;
	output wire [m*4-1:0] outCols;
    genvar i;
    generate
        for(i=0; i<4; i=i+1)begin: gen_element
            wire [m*4-1:0] shiftedCol;
            if (i == 0) begin: branch1
                assign shiftedCol = inCols;
            end
            else begin: branch2
                assign shiftedCol = {inCols[(15+i*m)%16:0], inCols[15:i*m]};
            end
            assign outCols[m*(i+1)-1:i*m] = shiftedCol[2*m-1:m]^shiftedCol[3*m-1:2*m]^shiftedCol[4*m-1:3*m]^key[m*(i+1)-1:i*m];
        end
    endgenerate
endmodule
module ShuffleCells
    (
        input wire [63:0] indata,
        output wire [63:0] outdata
    );
    localparam n = 64;
	localparam m=4;
    genvar i;
    localparam [0:8*16-1] perm = {
    8'h00, 8'h05, 8'h0b, 8'h0a, 8'h01, 8'h06, 8'h04, 8'h0d,
    8'h02, 8'h0c, 8'h09, 8'h0f, 8'h03, 8'h07, 8'h0e, 8'h08
    };
    generate
        for(i=0; i< (n>>2); i=i+1)begin: gen_cell1
            assign outdata[(i+1)*m-1:i*m] = indata[(perm[i*8+:8]+1)*m-1:perm[i*8+:8]*m];
        end
    endgenerate
endmodule
module InvShuffleCells
    (
        input wire [63:0] indata,
        output wire [63:0] outdata
    );
    localparam n = 64;
	localparam m=4;
    genvar i;
    localparam [0:8*16-1] perm = {
    8'h00, 8'h05, 8'h0b, 8'h0a, 8'h01, 8'h06, 8'h04, 8'h0d,
    8'h02, 8'h0c, 8'h09, 8'h0f, 8'h03, 8'h07, 8'h0e, 8'h08
    };
    generate
        for(i=0; i< (n>>2); i=i+1)begin: gen_cell2
            assign outdata[(perm[i*8+:8]+1)*m-1:perm[i*8+:8]*m] = indata[(i+1)*m-1:i*m];
        end
    endgenerate
endmodule
module R
    (
        input wire [63:0] tk,
        input wire [63:0] indata,
        output wire [63:0] outdata
    );
        localparam blockLen = 64;
        wire [blockLen-1:0] first;
        SubCells sub_inst(.indata(indata), .outdata(first));
        wire [blockLen-1:0] middle;
        MixColumns_AddKey  mix_addkey_inst(.indata(first), .key(tk), .outdata(middle));
        ShuffleCells  shuffle_inst(.indata(middle), .outdata(outdata));
endmodule
==> summary.txt <==
run metrics: status=complete, but fails checks, failing checks=negative setup slack, Pwr Total=2.16 mW, Psw=0.801 mW, Yosys Instances=334, drt first pass iters=4, top cells, area=xnor2_1 (37%), xor2_1 (15%), nand2b_1 (4.2%), o21ai_0 (4.0%), nor2b_1 (3.5%), slew of the pin with the lowest slew margin=338 ps, min cycle time layout=2320 ps, row count=33, crit path DAT=1860 ps, Max Slew Vio Count=0, detailed-route vias per instance=4.88, gpl congestion=0.822, distinct lib cells=40, CP Class=in2out, relative slew slack=77.3%, tool warnings=35, final count of negative-setup-slack endpoints=3, Post-DP HPWL=7800 microns, worst-path maximum fanout=5, DIE AREA=0.00922 sq mm, initial antenna violation count=1, grt total ovfl=0, RSZ-0062 raised after global routing=true, Cells after Synth=334, WP data required=1840 ps, yosys synthesis chip area=0.00265 sq mm, Via Count=3727, Final Hold Viols=0, registers=0, Post-synth seq share=0%, pwr dens=324 mW/mm^2, crit path capture type=output port, Avg Cell Area, Syn=7.94 sq um, slowest CP cell=clkdlybuf4s50_1, Die Span Y=96.0 microns, Placed Cells incl. Taps=701, Worst VDD drop=182 uV, Switching Fraction=37.1%, first-pass GRT wire length=15800 microns, Tot GR Track Use=21.9%, crit start category=input port, area growth from synthesis to layout=151%, hold_buf cts=0, final wirelength=11400 microns, min-delay worst type=in2out, maximum clock rate=0.431 GHz, worst setup margin=-17.5 ps, crit-path max cell delay=470 ps, boundary pin count=192, Clock power frac=0%, Reg area=0 sq um, worst-path cell chain=buf_2 -> and2_4 -> a211oi_4 -> xnor2_1 -> xnor2_2 -> clkdlybuf4s50_1, Final Non-Filler Cells=764, DR iter-0 viols=76, layout cells sized above 1=54.3%, Core ar.=0.00838 sq mm, mapped cell area=0.00265 sq mm, Leakage=2.83 nW, top cells by count=xnor2_1 (112), xor2_1 (44), o21ai_0 (21), area leader, netlist=xnor2_1, Die X=96.0 microns, clkbuf count=0, fp util=31.6%, period utilization=101%, pin count of the biggest net entering global routing=9, Residual DRC=0, wire per inst=14.9 microns, Port Buffer Count=192, Seq pwr share=0%, synth warn=0, max-cap viol count=0, combinational fraction of design power=100.0%, number of global-route vias before repair=3401, cell internal pwr=1.36 mW, Yosys top cell by instances=xnor2_1, Area leader share=37.0%, antenna viol nets, final=0
## cells by family after synthesis
kind of cell    count (synthesis)  synth area share (%)
simple gates                   71                  16.2
xor+xnor                      160                  54.0
buf+inv                         5                 0.708
compound gates                 98                  29.1
## path summary, 6_finish.rpt
kind / end / cells past startpoint / startpoint / slack [ps]
worst min-delay path: outdata[38] / 4 / tk[50] / 1450
worst max-delay path: outdata[63] / 6 / indata[1] / -20
## through the flow
step	setup TNS, ps	util, %	instance area [sq um]	hold slack, ps	setup slack [ps]
after detailed placement	-34300	62.4	5230	1970	-622
after global placement	-33110	62.4	5230	1970	-596
after global routing	-349	79.5	6660	1520	-105
final	-48.9	79.5	6660	1450	-17.5
after floorplan	0	-	2650	1050	560
after CTS	-137	73.8	6180	1620	-73.6
## power by group through the flow
stage | clock, mW | combinational [mW] | sequential [mW]
after CTS | 0 | 1.99 | 0
after global routing | 0.0000000581 | 2.33 | 0
final | 0.0000000581 | 2.16 | 0
## final cells by class
type / count / area, sq um
Multi-Input combinational cell: 329 / 3790
Timing Repair Buffer: 324 / 2720
Fill cell: 515 / 1720
Tap cell: 105 / 131
Inverter: 5 / 18.8
Antenna cell: 1 / 2.50
## placed cells by master (no fill, tap or decap), types with 6 or more instances in the layout
cell type and count:
buf_4 134, xnor2_1 80, clkdlybuf4s50_1 67, buf_2 41, dlygate4sd2_1 37, xnor2_2 31
xor2_2 24, buf_6 18, dlymetal6s2s_1 16, xor2_1 15, nand2b_1 14, o21ai_1 13
o21ai_2 9, nor2_1 9, xor2_4 8, and2_4 8, o22ai_2 7, a31oi_4 7
nor2b_1 7, o31a_1 6, nor2b_4 6
## routing by layer
| metal | vias up | share of wire, % | global-route usage, % |
|---|---|---|---|
| li1 | 1825 | - | - |
| met1 | 1758 | 45 | 31.3 |
| met2 | 132 | 46 | 37.0 |
| met3 | 12 | 7.5 | 2.49 |
| met4 | 0 | 1.6 | 2.24 |
| met5 | - | 0 | 0 |
## worst max-delay path, delay by kind of cell
family	cells	cell delay (ps)
buf+inv	2	600
xor+xnor	2	350
compound gates	1	280
simple gates	1	160
## timing repair
action | 4_1_cts | 5_1_grt
setup endpoints to repair | 64 | 33
buffers inserted | 42 | 22
pin swaps | 113 | 50
gates resized | 484 | 95
cloned | 0 | 0
No activity file was given, so power comes from the tool's default toggle rates.
